**run.sh**
```bash
#!/bin/bash
# OpenROAD 26Q1-2900-gdf79404cd8, Yosys 0.63+post, stock flow scripts
make -C /OpenROAD-flow-scripts/flow DESIGN_CONFIG=/design/flow/config.mk WORK_HOME=/design/flow/orfs finish
```
**config.mk**
```make
export PLATFORM = sky130hd
export DESIGN_NAME = decoder
export DESIGN_NICKNAME = decoder
export VERILOG_FILES = /design/flow/design.v
export SDC_FILE = /design/flow/constraint.sdc
export NUM_CORES = 4
export LEC_CHECK = 1
export CORE_AREA = 10 10 83 83
export DIE_AREA = 0 0 93 93
```
**constraint.sdc**
```tcl
current_design decoder

set clk_period 3.0
set clk_io_pct 0.2

create_clock -name clk0 -period $clk_period

set non_clock_inputs [all_inputs -no_clocks]
set_input_delay [expr $clk_period * $clk_io_pct] -clock clk0 $non_clock_inputs
set_output_delay [expr $clk_period * $clk_io_pct] -clock clk0 [all_outputs]
```
**design.v**
```verilog
module decoder(
  input logic [31:0] instr,
  output logic [4:0]  rs1_addr  ,
  output logic [4:0]  rs2_addr  ,
  output logic [4:0]  rd_addr   ,
  output logic        rd_wren   ,    
  output logic [31:0] imm       ,
  output logic        branch    ,    
  output logic        jump      ,    
  output logic [3:0]  alu_op    ,
  output logic [2:0]  br_op     ,    
  output logic [3:0]  ld_op     ,    
  output logic        op_a_sel  ,    
  output logic        op_b_sel  ,    
  output logic        mem_wren  ,    
  output logic        is_load        
);
  always_comb begin : proc_signals
    rs1_addr   = 5'h0;
    rs2_addr   = 5'h0;
    rd_addr    = 5'h0;
    rd_wren    = 1'b0;
    op_a_sel   = 1'b0;
    op_b_sel   = 1'b0;
    mem_wren   = 1'b0;
    is_load    = 1'b0;
    branch     = 1'b0;
    jump       = 1'b0;
    alu_op     = 0;
    br_op      = 0;
    ld_op      = 0;
    case (instr[6:0])
      7'b011_00_11: begin
        rs1_addr   = instr[19:15];
        rs2_addr   = instr[24:20];
        rd_addr    = instr[11:7];
        rd_wren    = 1'b1;
        op_a_sel   = 1'b0;
        op_b_sel   = 1'b0;
        if (instr[14:12] == 3'b000)
          if (instr[30] == 0)                
            alu_op = 4'b0;  
          else  alu_op = 4'b0001;            
        else if (instr[14:12] == 3'b010) 
          alu_op = 4'b0010;                  
        else if (instr[14:12] == 3'b011) 
          alu_op = 4'b0011;                  
        else if (instr[14:12] == 3'b100) 
          alu_op = 4'b0100;                  
        else if (instr[14:12] == 3'b110) 
          alu_op = 4'b0101;                  
        else if (instr[14:12] == 3'b111) 
          alu_op = 4'b0110;                  
        else if (instr[14:12] == 3'b001) 
          alu_op = 4'b0111;                  
        else if (instr[14:12] == 3'b101)
          if (instr[30] == 0)                
            alu_op = 4'b1000;  
          else  alu_op = 4'b1001;            
      end
      7'b001_00_11: begin
        rs1_addr   = instr[19:15];
        rd_addr    = instr[11:7];
        rd_wren    = 1'b1;
        op_a_sel   = 1'b0;
        op_b_sel   = 1'b1;
        if (instr[14:12] == 3'b000)            
          alu_op = 4'b0;                       
        else if (instr[14:12] == 3'b010)       
          alu_op = 4'b0010;                    
        else if (instr[14:12] == 3'b011)       
          alu_op = 4'b0011;                    
        else if (instr[14:12] == 3'b100)       
          alu_op = 4'b0100;                    
        else if (instr[14:12] == 3'b110)       
          alu_op = 4'b0101;                    
        else if (instr[14:12] == 3'b111)       
          alu_op = 4'b0110;                    
        else if (instr[14:12] == 3'b001)       
          alu_op = 4'b0111;                    
        else if (instr[14:12] == 3'b101)
          if (instr[30] == 0)                  
            alu_op = 4'b1000;                  
          else  alu_op = 4'b1001;              
      end
      7'b000_00_11: begin
        rs1_addr   = instr[19:15];
        rd_addr    = instr[11:7];
        rd_wren    = 1'b1;
        op_a_sel   = 1'b0;
        op_b_sel   = 1'b1;
        is_load    = 1'b1;
        alu_op = 4'b0;   
        case (instr[14:12])
          3'b000: begin          
            ld_op = 4'b1001;
          end
          3'b001: begin          
            ld_op = 4'b1011;
          end
          3'b010: begin          
            ld_op = 4'b1111;
          end
          3'b100: begin          
            ld_op = 4'b0001;
          end
          3'b101: begin          
            ld_op = 4'b0011;
          end
          default: begin
            ld_op = 4'b0000;
          end
        endcase
      end
      7'b010_00_11: begin
        rs1_addr   = instr[19:15];
        rs2_addr   = instr[24:20];
        op_a_sel   = 1'b0;
        op_b_sel   = 1'b1;
        mem_wren   = 1'b1;
        alu_op = 4'b0;   
        case (instr[14:12])
          3'b000: begin          
            ld_op = 4'b1001;
          end
          3'b001: begin          
            ld_op = 4'b1011;
          end
          3'b010: begin          
            ld_op = 4'b1111;
          end
          3'b100: begin          
            ld_op = 4'b0001;
          end
          3'b101: begin          
            ld_op = 4'b0011;
          end
          default: begin
            ld_op = 4'b0000;
          end
        endcase
      end
      7'b110_00_11: begin
        rs1_addr   = instr[19:15];
        rs2_addr   = instr[24:20];
        op_a_sel   = 1'b1;
        op_b_sel   = 1'b1;
        branch     = 1'b1;
        jump       = 1'b0;
        alu_op = 4'b0;   
        case (instr[14:12])
          3'b000: br_op = 0;   
          3'b001: br_op = 1;   
          3'b100: br_op = 2;   
          3'b101: br_op = 3;   
          3'b110: br_op = 4;   
          3'b111: br_op = 5;   
          default: br_op = 0;
        endcase
      end
      7'b110_11_11: begin
        rd_addr    = instr[11:7];
        rd_wren    = 1'b1;
        op_a_sel   = 1'b1;
        op_b_sel   = 1'b1;
        branch     = 1'b1;
        jump       = 1'b1;
        alu_op     = 4'b0;   
        br_op      = 6;
      end
      7'b110_01_11: begin
        rs1_addr   = instr[19:15];
        rd_addr    = instr[11:7];
        rd_wren    = 1'b1;
        op_a_sel   = 1'b0;
        op_b_sel   = 1'b1;
        branch     = 1'b1;
        jump       = 1'b1;
        alu_op     = 4'b0;   
        br_op      = 7;
      end
      7'b011_01_11: begin
        rs1_addr   = 5'h0;
        rd_addr    = instr[11:7];
        rd_wren    = 1'b1;
        op_a_sel   = 1'b0;
        op_b_sel   = 1'b1;
        alu_op     = 4'b0;   
      end
      7'b001_01_11: begin
        rd_addr    = instr[11:7];
        rd_wren    = 1'b1;
        op_a_sel   = 1'b1;
        op_b_sel   = 1'b1;
        alu_op     = 4'b0;   
      end
      default: begin
      end
    endcase
  end
  always_comb begin : proc_imm_gen
    imm   = 32'h0;
    case (instr[6:0])
      7'b001_00_11: begin
        imm = {{21{instr[31]}}, instr[30:20]};
      end
      7'b000_00_11: begin
        imm = {{21{instr[31]}}, instr[30:20]};
      end
      7'b010_00_11: begin
        imm = {{21{instr[31]}}, instr[30:25], instr[11:7]};
      end
      7'b110_00_11: begin
        imm = {{20{instr[31]}}, instr[7], instr[30:25], instr[11:8], 1'b0};
      end
      7'b110_11_11: begin
        imm = {{12{instr[31]}}, instr[19:12], instr[20], instr[30:21], 1'b0};
      end
      7'b110_01_11: begin
        imm = {{21{instr[31]}}, instr[30:20]};
      end
      7'b011_01_11: begin
        imm = {instr[31:12], 12'b0};
      end
      7'b001_01_11: begin
        imm = {instr[31:12], 12'b0};
      end
      default: begin
        imm   = 32'h0;
      end
    endcase
  end
endmodule
```
==> Changelog: implementation <==
### Physical design

* Outcome: finished clean
* Core ar. at 5140 µm²
* YS chip area at 1010 µm²
* Iter 0 DRT Violations at 108
* Area leader, netlist: and2_1
* Log Warnings at 32
* Synth top cells by count: and2_1, nand3_1, nand4_1, nor2_1, buf_2
* Die Ht at 93 µm
* Buf/Inv on CP at 2
* Syn Area/Cell at 6.50 µm²
* Delay-heaviest family, CP: simple AND/OR/NAND/NOR gates
* CP Max Fanout at 5
* GR Util met3 at 2.10%
* DIE AREA at 8650 µm²
* Hold path depth at 3
* Pin count of the biggest net entering global routing at 17
* Static Leak at 0.000948 µW
* Ant diodes at 0
* CP startpoint kind: input port
* Sequential cells at 0
* Via Count at 1,574
* Grt met2 use at 19.5%
* Via density at 4.59
* Vias in the first global route at 1,523
* Count leader, synth: and2_1
* Synth Seq Share at 0%
* Floorplan Utilization at 19.6%
* Max_slew headroom at 77.0%
* Top cells, area: and2_1, nand4_1, nand3_1, buf_2, a21o_1
* GP Congestion at 0.859
* Crit path required time at 2400 ps
* Gate Count Post-Synth at 155
* Final Hold Violation Tally at 0
* Final period util at 96.6%
* Critical Path End Type: output port
* Maxcap violations at 0
* Gr ovfl total at 0
* Pwr dens at 79.6 nW/µm²
* Ys Warns at 1
* Cell at the slowest stage of the critical path: clkdlybuf4s50_1
* CP peak stage delay at 500 ps
* IO buf count at 97
* Gr busiest metal: met2
* Hold slack final at 2150 ps
* Post-route minimum period at 2900 ps
* DRC Markers at 0
* CLK BUF at 0
* Worst-margin pin slew at 345 ps
* Routed length per instance at 14.9 µm
* DRT Wirelength at 5110 µm
* Initial antenna violation count at 0
* DRT Pass-1 Iters at 4
* Critical Path Stages at 5
* Yosys cell count at 155
* Post-CTS setup buffers at 0
* GRT Total Usage at 11.2%
* Area share, top type at 10.6%
* Netlist Area Pre-Place at 1010 µm²
* Layout area overhead at 128%
* Distinct lib cells used at 44
* Max Freq at 345 MHz
* Hold Crit Class: input port to output port
* Total power draw at 183 µW
* Final setup fails at 0
* VDD IR max at 0.0000593 V
* Sequence of cells on the critical path: dlygate4sd2_1 -> nand4bb_4 -> or3_4 -> nor4b_4 -> clkdlybuf4s50_1
* Die width at 93 µm
* Post-route ant nets at 0
* First-pass GRT wire length at 8240 µm
* Critical path arrival at 2300 ps
* Dpl hpwl at 4380 µm
* # rows at 26
* Setup TNS at 0 ps
* Share of layout cells above drive strength 1 at 17.9%
* Io pins at 97
* GR Layer Usage met1 at 14.9%
* Total area of sequential cells at 0 µm²
* Max Slew Vio Count at 0
* RSZ-0062 raised after global routing: false
* # fillers at 554
* CP Class: input port to output port
==> cell type report <==
class / count / area [µm²] / area share, %
inverter: 5 / 18.8 / 0.819
multi-input combinational: 134 / 942 / 41.1
tap: 70 / 87.6 / 3.82
timing repair buffer: 134 / 1240 / 54.3
==> power by group <==
part	internal, µW	switching (µW)
clock	0	0
sequential	0	0
combinational	107	75.3
total	107	75.3
==> metal layers <==
metal | vias up | wire length (µm)
met5 | - | 0
met4 | 0 | 0
met3 | 0 | 289
met2 | 44 | 2520
met1 | 709 | 2300
li1 | 821 | -
==> worst min-delay path, cell delays in order <==
cell and delay [ps]:
clkdlybuf4s50_1 410, nor2b_1 130, clkdlybuf4s50_1 400
==> through the flow <==
stage / area (µm²) / util, % / worst slack [ps] / cells
after floorplan: 1010 / - / 870 / 155
after global placement: 2260 / 44.1 / -153 / 343
after detailed placement: 2260 / 44.1 / -158 / 343
after CTS: 2280 / 44.4 / 79.8 / 343
after global routing: 2290 / 44.6 / 20.7 / 343
final: 2290 / 44.6 / 102 / 343
==> final timing paths <==
check / from / end / slack [ps]
max: instr[2] / ld_op[2] / 100
min: instr[8] / rd_addr[1] / 2150
==> layout by cell type, fill, tap and decap left out, drive strengths merged, types with 2 or more instances in the layout <==
cell | netlist | routed
nor2b | 9 | 9
a211oi | 5 | 5
clkdlybuf4s50 | 0 | 90
nor3 | 3 | 3
a21o | 8 | 8
o21ai | 2 | 2
buf | 13 | 37
nand3b | 3 | 3
nand2 | 4 | 4
nand4 | 13 | 13
and2 | 17 | 17
o22ai | 3 | 3
nand2b | 2 | 2
inv | 5 | 5
nand3 | 13 | 13
nor4bb | 2 | 2
nor3b | 2 | 2
nor2 | 13 | 13
a22o | 4 | 4
a21oi | 8 | 8
dlygate4sd2 | 0 | 7
or3 | 2 | 2
nand4b | 4 | 4
==> what timing repair did <==
| item | CTS | global route |
|---|---|---|
| cloned | 0 | 0 |
| gates resized | 12 | 1 |
| hold buffers | 0 | 0 |
| pin swaps | 4 | 0 |
| setup endpoints to repair | 53 | 1 |
==> cells by family after synthesis <==
family | after synthesis | share of synthesized area, %
simple gates | 94 | 59.9
compound gates | 37 | 27.5
buf+inv | 21 | 9.69
mux | 2 | 2.11
xor+xnor | 1 | 0.870
Power is estimated from default activity; no workload was simulated.
