--- /design/flow/config.mk ---
export PLATFORM = sky130hd
export DESIGN_NAME = if_id
export DESIGN_NICKNAME = if_id
export VERILOG_FILES = /design/flow/design.v
export SDC_FILE = /design/flow/constraint.sdc
export NUM_CORES = 4
export LEC_CHECK = 1
export CORE_UTILIZATION = 40
--- /design/flow/constraint.sdc ---
current_design if_id

set clk_period 1.0
set clk_io_pct 0.2

create_clock -name clk0 -period $clk_period [get_ports {clk_i}]

set non_clock_inputs [all_inputs -no_clocks]
set_input_delay [expr $clk_period * $clk_io_pct] -clock clk0 $non_clock_inputs
set_output_delay [expr $clk_period * $clk_io_pct] -clock clk0 [all_outputs]
--- /design/flow/design.v ---
module if_id(
	input logic clk_i,
	input logic enable_i,
    input logic rst_i,
	input logic [31:0] pc_i,
    input logic [31:0]	pc_four_i,
	input logic [31:0] instr_i,
	output logic [31:0] pc_o,
    output logic [31:0]	pc_four_o,
	output logic [31:0] instr_o
);
always @(posedge clk_i or negedge rst_i)  begin
	if(!rst_i) begin
		pc_o        <= 32'b0;
        pc_four_o	<= 32'b0;
		instr_o     <= 32'b0;
	end else if(enable_i) begin
		pc_o        <= pc_i;
        pc_four_o	<= pc_four_i;
		instr_o     <= instr_i;
    end else begin
        pc_o        <= pc_o;
        pc_four_o	<= pc_four_o;
		instr_o     <= instr_o;
    end
end
endmodule
--- /design/flow/run.sh ---
#!/bin/bash
# OpenROAD 26Q1-2900-gdf79404cd8, Yosys 0.63+post, stock flow scripts
make -C /OpenROAD-flow-scripts/flow DESIGN_CONFIG=/design/flow/config.mk WORK_HOME=/design/flow/orfs finish
==> impl_metrics.yaml <==
# flow metrics
drt:
  wl_per_cell_um: 15.55
  diodes: 0
  firstDrtPassIters: 4
  final_antenna_net_count: 0
  via_count: 2538
  viasPerCell: 4.565
  wl_um: 8647
  route.detailed.drc: 0
  drtIter0Drc: 35
logic_synthesis:
  syn_area_um2: 3765
  ys_top_logic_family: "multiplexers"
  yosysWarnings: 1
  synth-xor-area-share_pct: 0
  synth.avg_cell_area_um2: 18.55
  yosys.cell_types.count: 7
  syn_inst: 203
  synthAoiAreaFrac_pct: 0
  yosys.area.top_type: "dfrtp_1"
  area_leaders: "dfrtp_1 64%, mux2_2 17%, mux2_4 16%"
  ys_chip_area_um2: 3765
  yosys_register_bits: 96
  mux_area_share_pct: 32.70
  ys_sh_simple_pct: 0
  top_cell_area_share_pct: 63.81
  synth_stat.cells: 203
  ys_sh_adder_pct: 0
  ys_seq_share_pct: 63.81
grt:
  grtUsageTotal_pct: 19.04
  grt_overflow: 0
  grt_pass1_vias: 2664
  grt_pass1_wl_um: 14030
  antenna_found_initial: 0
  grt_max_degree: 57
final_layout:
  layout_top_cells: "96 x clkdlybuf4s50_1, 96 x dfrtp_1, 96 x buf_2, 56 x mux2_2, 40 x mux2_4"
  drive_gt1_share_pct: 56.63
  register_area_um2: 2402
  design_area_um2: 5868
  fillers: 739
  layout.cells.non_filler: 556
  syn_to_final_growth_pct: 55.87
  logic_area_um2: 1231
power:
  powerDensity_nw_per_um2: 1514
  ir_worst_vdd_mv: 0.8729
  p_leak_nw: 2.784
  p_total_mw: 8.883
critical_path:
  end_kind: "primary output"
  worstPathArrival_ns: 0.86
  crit_chain: "buf_2"
  cp_slowest_cell: "dfrtp_1"
  crit_buf_inv: 1
  crit_family: "flip-flops"
  worstPathMaxFanout: 2
  startpoint_type: "flip-flop"
  worst_path_largest_cell_delay_ns: 0.39
  path_class: "reg2out"
  crit_required_ns: 0.80
cts:
  cts_buffers: 9
  cts_htree_levels: 3
  clock_sinks: 96
  clk_pin_slew_ns: 0.09
  clk_path_buf_depth: 2
  worstSkewPairLatency_ns: 0.35
  clock-root-buffer: "clkbuf_8"
  cts_tree: "yes"
placed_design:
  routabilityCongestion: 0.7174
  hpwl_um: 6113
  dp_cells: 509
  dpl_cell_area_um2: 5887
  portBuffers: 194
floorplan:
  dieHeight_um: 99.02
  fp-row-count: 35
  die_w_um: 99.02
  fp_util_pct: 40.94
  die_area_um2: 9804
  num_io_pins: 195
  core_um2: 9196
run_status:
  violations: "negative hold slack, negative setup slack"
  status: "complete, but fails checks"
timing:
  fin_skew_ns: 0
  worst_pin_slew_ns: 0.3132
  hold_violations: 96
  finalWorstSetupSlack_ns: -0.05749
  finalCritPeriodShare_pct: 105.7
  rsz0062_at_grt: "yes"
  max_freq_mhz: 945.6
  maxSlewViolCount: 0
  whs_ns: -0.1808
  finalCriticalPeriod_ns: 1.057
  relSlewSlack_pct: 79.12
  setup_violations: 96
run:
  cap_violations: 0
  tool_warnings: 30
worst_hold_path:
  hp-class: "in2async"
report_power, final:
group          switching [mW]  internal, mW  total [mW]
sequential              0.176          4.27        4.44
combinational           0.434          1.23        1.67
clock                    1.30          1.47        2.78
cells in the mapped netlist (all sizes together):
| master | count |
|---|---|
| mux2 | 96 |
| buf | 11 |
| dfrtp | 96 |
per-stage QoR:
stage	utilization (%)	worst slack [ns]	TNS, ns
6_report	63.81	-0.05749	-3.993
5_1_grt	63.81	-0.1149	-9.061
4_1_cts	62.83	-0.08747	-6.659
3_5_place_dp	64.01	-0.1017	-5.475
3_3_place_gp	64.01	-0.08314	-4.407
2_1_floorplan	-	0.002836	0
worst paths after layout:
path,endpoint,cells after the start,start,slack [ns]
worst min-delay path,instr_o[24],2,rst_i,-0.18
worst max register to register,pc_o[24],3,pc_o[24],0.01
worst max-delay path,pc_o[28],1,pc_o[28],-0.06
min in group clk0,instr_o[17],3,enable_i,0.41
worst min register to register,pc_four_o[19],1,pc_four_o[19],0.51
max in group asynchronous,pc_four_o[28],2,rst_i,0.89
worst register-to-register path, delay by kind of cell, from the launching register on:
family / cells / cell delay [ns]
buffers and inverters: 2 / 0.24
flip-flops: 1 / 0.39
multiplexers: 1 / 0.26
layout make-up:
class / count / area share, %
clock buffer: 11 / 2.409
clock inverter: 5 / 1.365
multi-input combinational: 96 / 20.98
sequential: 96 / 40.94
tap: 111 / 2.367
timing repair buffer: 237 / 31.94
repair_timing:
action,4_1_cts,5_1_grt
hold endpoints to repair,96,96
gates resized,295,2
buffers inserted,20,13
cloned,0,0
pin swaps,0,0
setup endpoints to repair,96,98
registers in the layout (all words and copies together) (netlist names):
register	cells
instr_o	32
pc_four_o	32
pc_o	32
cells by family (layout without fill, tap and decap cells):
family / after synthesis / after routing
flops: 96 / 96
mux: 96 / 96
buf+inv: 11 / 253
metal layers:
metal / GRT usage (%) / vias to the layer above / wire length, µm
li1: - / 1183 / -
met1: 32.15 / 1220 / 3968
met2: 26.30 / 128 / 3692
met3: 5.988 / 7 / 912
met4: 2.181 / 0 / 74
met5: 0 / - / 0
Power and IR drop assume default switching activity.
