==> flow/design.v <==
module id_ex(
	input logic clk_i,
	input logic enable_i,
	input logic rst_i,
	input logic [31:0] instr_i,
	input logic [4:0] rs1_addr_i,
	input logic [4:0] rs2_addr_i,
	input logic [31:0] pc_i,
	input logic [31:0] pc_four_i,
	input logic [31:0] rs1_data_i,
	input logic [31:0] rs2_data_i,
	input logic [31:0] imm_i,
	input logic branch_i,
	input logic jump_i,
	input logic [3:0] alu_op_i,
	input logic [2:0] br_op_i,
	input logic [3:0] ld_op_i,
	input logic op_a_sel_i,
	input logic op_b_sel_i,
	input logic mem_wren_i,
	input logic is_load_i,
	input logic [4:0] rd_addr_i,
	input logic rd_wren_i,
	output logic [31:0] instr_o,
	output logic [4:0] rs1_addr_o,
	output logic [4:0] rs2_addr_o,
	output logic [31:0] pc_o,
	output logic [31:0]	pc_four_o,
	output logic [31:0] rs1_data_o,
	output logic [31:0] rs2_data_o,
	output logic [31:0] imm_o,
	output logic branch_o,
	output logic jump_o,
	output logic [3:0] alu_op_o,
	output logic [2:0] br_op_o,
	output logic [3:0] ld_op_o,
	output logic op_a_sel_o,
	output logic op_b_sel_o,
	output logic mem_wren_o,
	output logic is_load_o,
	output logic [4:0] rd_addr_o,
	output logic rd_wren_o
);
always @(posedge clk_i)  begin
	if(!rst_i) begin
		instr_o 	<= 0;
		rs1_addr_o	<= 5'b0;
		rs2_addr_o	<= 5'b0;
		pc_o 		<= 32'b0;
		pc_four_o	<= 32'b0;
		rs1_data_o 	<= 32'b0;
		rs2_data_o 	<= 32'b0;
		imm_o 		<= 32'b0;
		branch_o 	<= 1'b0;
		jump_o 		<= 1'b0;
		alu_op_o 	<= 4'b0;
		br_op_o 	<= 3'b0;
		ld_op_o 	<= 4'b0;
		op_a_sel_o 	<= 1'b0;
		op_b_sel_o 	<= 1'b0;
		mem_wren_o 	<= 1'b0;
		is_load_o 	<= 1'b0;
		rd_addr_o 	<= 5'b0;
		rd_wren_o 	<= 1'b0;
	end else if(enable_i) begin
		instr_o 	<= instr_i;
		rs1_addr_o	<= rs1_addr_i;
		rs2_addr_o	<= rs2_addr_i;
		pc_o 		<= pc_i;
		pc_four_o	<= pc_four_i;
		rs1_data_o 	<= rs1_data_i;
		rs2_data_o 	<= rs2_data_i;
		imm_o 		<= imm_i;
		branch_o 	<= branch_i;
		jump_o 		<= jump_i;
		alu_op_o 	<= alu_op_i;
		br_op_o 	<= br_op_i;
		ld_op_o 	<= ld_op_i;
		op_a_sel_o 	<= op_a_sel_i;
		op_b_sel_o 	<= op_b_sel_i;
		mem_wren_o 	<= mem_wren_i;
		is_load_o 	<= is_load_i;
		rd_addr_o 	<= rd_addr_i;
		rd_wren_o 	<= rd_wren_i;
	end else begin
		instr_o 	<= instr_o;
		rs1_addr_o	<= rs1_addr_o;
		rs2_addr_o	<= rs2_addr_o;
        pc_o 		<= pc_o;
		pc_four_o	<= pc_four_o;
		rs1_data_o 	<= rs1_data_o;
		rs2_data_o 	<= rs2_data_o;
		imm_o 		<= imm_o;
		branch_o 	<= branch_o;
		jump_o 		<= jump_o;
		alu_op_o 	<= alu_op_o;
		br_op_o 	<= br_op_o;
		ld_op_o 	<= ld_op_o;
		op_a_sel_o 	<= op_a_sel_o;
		op_b_sel_o 	<= op_b_sel_o;
		mem_wren_o 	<= mem_wren_o;
		is_load_o 	<= is_load_o;
		rd_addr_o 	<= rd_addr_o;
		rd_wren_o 	<= rd_wren_o;
	end
end
endmodule
==> flow/run.sh <==
#!/bin/bash
# OpenROAD 26Q1-2900-gdf79404cd8, Yosys 0.63+post, stock flow scripts
make -C /OpenROAD-flow-scripts/flow DESIGN_CONFIG=/design/flow/config.mk WORK_HOME=/design/flow/orfs finish
==> flow/config.mk <==
export PLATFORM = sky130hd
export DESIGN_NAME = id_ex
export DESIGN_NICKNAME = id_ex
export VERILOG_FILES = /design/flow/design.v
export SDC_FILE = /design/flow/constraint.sdc
export NUM_CORES = 4
export LEC_CHECK = 1
export CORE_AREA = 10 10 296 296
export DIE_AREA = 0 0 306 306
==> flow/constraint.sdc <==
current_design id_ex

set clk_period 1.1
set clk_io_pct 0.2

create_clock -name clk0 -period $clk_period [get_ports {clk_i}]

set non_clock_inputs [all_inputs -no_clocks]
set_input_delay [expr $clk_period * $clk_io_pct] -clock clk0 $non_clock_inputs
set_output_delay [expr $clk_period * $clk_io_pct] -clock clk0 [all_outputs]
==> results.ini <==
[routing]
insertedDiodeCount = 0
viasPerCell = 2.91
firstDrtPassIters = 4
drt_iter0_drc = 174
wl_per_cell_um = 12.8
ant_nets = 0
drt-total-wl_mm = 29.3
vias = 6643
drc = 0

[clock_tree]
cts_tree = done
root_buffer = clkbuf_16
clock_latency_ns = 0.55
h-tree-depth = 1
clk_pin_slew_ns = 0.06
cts_hold_repair.buffers = 0
cts.sinks = 225
cts.path.max_buffers = 3
numCtsBuffers = 27

[worst_hold_path]
min_path_cells = 3
worstHoldStart = rst_i
worstHoldEndpoint = rs1_data_o[8]$_SDFFE_PN0P_
hold_path_class = in -> reg

[sta]
finalHoldViolations = 0
grt_setup_unrepaired = true
slew_violations = 0
max_freq_ghz = 0.827
relSlewSlack_pct = 75.5
setup_slack_ns = -0.109
finalCriticalPeriod_ns = 1.21
fin_worst_skew_ns = 0
tightest_slew_ns = 0.368
period_used_pct = 110
setup_viol_count_final = 225

[yosys]
ys_types = 7
yosysWarnings = 1
netlist_top_cells_count = dfxtp_1, mux2i_1, nor2b_1
avgSynthCellArea_um2 = 11.7
area_leaders = dfxtp_1, mux2i_1, nor2b_1
flop_cell = dfxtp_1
synthArstFlopShare_pct = 0
ys_area_um2 = 8510
netlist_area_um2 = 8510
ys.flops = 225
top_area_cell = dfxtp_1
top_area_share_pct = 52.9
ys_seq_share_pct = 52.9
synth_cells = 725
ys_cells = 725
synth-edff-count = 0

[power_and_ir_drop]
vdd_drop_max_v = 0.000892
p_per_area_nw_per_um2 = 1400
leakage_nw = 6.46

[critical_path]
cp-end-kind = primary output
worst_ep_arrival_time_ns = 0.99
crit_buf_inv = 1
reg2reg_to = rs2_data_o[26]$_SDFFE_PN0P_
regToRegSetupSlack_ns = 0.34
worst-setup-path-type = reg -> out
r2r_start = rs2_data_o[26]$_SDFFE_PN0P_
cp_max_fo = 2
crit_path_top_delay_cell = dfxtp_2
cp_top_family = flip-flops
crit_chain = buf_2
crit_path_start_kind = flip-flop
critPathMaxStageDelay_ns = 0.34
worst_ep_required_time_ns = 0.88
rr_worst_depth = 3

[global_route]
grt_max_degree = 86
grt-ovfl-total = 0
grt_pass1_vias = 7125
grt_pass1_wl_mm = 44.1
grtUsageTotal_pct = 5.91
top_usage_layer = met2
grtUsageMet3_pct = 2.63
gr-usage-met2_pct = 9.73
grtUsageMet1_pct = 6.99
antenna_found_initial = 0

[cells_and_area]
drive_gt1_share_pct = 44.5
syn2layout_area_growth_pct = 74.1
fin_cells = 2286
nFillCells = 8777

[floorplanning]
coreArea_um2 = 80800
dieWidth_um = 306
initCoreUtil_pct = 10.5
die_area_um2 = 93600
rows = 104
ios = 453
die_h_um = 306

[place]
place.gp.congestion = 0.781
dp_slack_ns = -0.0336
io_buffers = 452
dp_hpwl_mm = 22.6
place_inst = 2227

[job]
warnings = 27
cap_violations = 0

[run_status]
violations = negative setup slack
status = complete, but fails checks

per-stage QoR:
step	hold slack (ns)	power, mW	instance area (um2)	TNS, ns	util [%]
2_1_floorplan	0.389	10.0	8510	0	-
3_3_place_gp	0.495	12.1	14400	-0.198	17.9
3_5_place_dp	0.501	12.2	14400	-0.767	17.9
4_1_cts	0.110	21.2	14700	-33.76	18.2
5_1_grt	0.133	21.8	14800	-32.80	18.3
6_report	0.152	20.8	14800	-20.50	18.3
repair_timing:
action	in CTS	in global routing
resized	997	17
buffers inserted	8	4
endpoints found under the setup margin	225	225
endpoints found under the hold margin	0	0
placed cells by master (no fill, tap or decap), drive strengths merged:
master	count
bufinv	2
dfxtp	225
clkbuf	41
inv	2
clkdlybuf4s50	225
nor2b	225
clkinv	2
mux2i	225
buf	279
report_power, final:
group          internal, mW  switching, mW  total, mW
registers              8.74          0.245       8.98
clock network          5.49           3.54       9.03
logic                  1.86          0.904       2.76
cell type report:
| type | instances | area, um2 | area share [%] |
|---|---|---|---|
| multi-input combinational | 450 | 3660 | 24.7 |
| timing repair buffer | 504 | 4150 | 28.0 |
| sequential | 225 | 4790 | 32.3 |
| tap | 1060 | 1330 | 8.95 |
| clock buffer | 41 | 808 | 5.45 |
| clock inverter | 6 | 87.6 | 0.591 |
state kept, by name, indices dropped and copies added (netlist names), 3 cells and up:
name and count:
imm_o 32, rs1_addr_o 5, rs2_addr_o 5, pc_o 32
ld_op_o 4, pc_four_o 32, alu_op_o 4, rs1_data_o 32
rd_addr_o 5, instr_o 32, br_op_o 3, rs2_data_o 32
cells by family after synthesis:
kind of cell	share of synthesized area (%)
mux	26.5
buf+inv	4.10
simple gates	16.5
flops	52.9
routing by layer:
layer  up-vias  wire length (um)  share of wire [%]
li1       3351                 -                  -
met1      2982             11800                 40
met2       280             13500                 46
met3        30              3180                 11
met4         0               836                2.8
met5         -                 0                  0
worst max-delay path by stage:
stage / start / endpoint / slack, ns / cells after the start
CTS: imm_o[31]$_SDFFE_PN0P_ / imm_o[31] / -0.17 / 1
global route: rs1_data_o[13]$_SDFFE_PN0P_ / rs1_data_o[13] / -0.17 / 1
finish: rs1_data_o[13]$_SDFFE_PN0P_ / rs1_data_o[13] / -0.11 / 1
Power and IR drop assume default switching activity.
