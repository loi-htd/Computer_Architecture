==> flow/design.v <==
module mem_wb(
	input logic 		clk_i,
	input logic 		enable_i,
	input logic 		rst_i,
	input logic [31:0]	pc_four_i,
	input logic [31:0] 	alu_data_i,
	input logic [31:0] 	ld_data_i,
	input logic 		jump_i,
	input logic 		is_load_i,
	input logic [4:0] 	rd_addr_i,
	input logic 		rd_wren_i,
	output logic [31:0]	pc_four_o,
	output logic [31:0] alu_data_o,
	output logic [31:0] ld_data_o,
	output logic 		jump_o,
	output logic 		is_load_o,
	output logic [4:0] 	rd_addr_o,
	output logic 		rd_wren_o
);
always @(posedge clk_i)  begin
	if(!rst_i) begin
		pc_four_o	<= 32'b0;
		alu_data_o 	<= 32'b0;
		ld_data_o 	<= 32'b0;
		jump_o 		<= 1'b0;
		is_load_o 	<= 1'b0;
		rd_addr_o 	<= 5'b0;
		rd_wren_o 	<= 1'b0;
	end else if(enable_i) begin
		pc_four_o	<= pc_four_i;
		alu_data_o 	<= alu_data_i;
		ld_data_o 	<= ld_data_i;
		jump_o 		<= jump_i;
		is_load_o 	<= is_load_i;
		rd_addr_o 	<= rd_addr_i;
		rd_wren_o 	<= rd_wren_i;
	end else begin
		pc_four_o	<= pc_four_o;
		alu_data_o 	<= alu_data_o;
		ld_data_o 	<= ld_data_o;
		jump_o 		<= jump_o;
		is_load_o 	<= is_load_o;
		rd_addr_o 	<= rd_addr_o;
		rd_wren_o 	<= rd_wren_o;
	end
end
endmodule
==> flow/run.sh <==
#!/bin/bash
# OpenROAD 26Q1-2900-gdf79404cd8, Yosys 0.63+post, stock flow scripts
make -C /OpenROAD-flow-scripts/flow DESIGN_CONFIG=/design/flow/config.mk WORK_HOME=/design/flow/orfs finish
==> flow/config.mk <==
export PLATFORM = sky130hd
export DESIGN_NAME = mem_wb
export DESIGN_NICKNAME = mem_wb
export VERILOG_FILES = /design/flow/design.v
export SDC_FILE = /design/flow/constraint.sdc
export NUM_CORES = 4
export LEC_CHECK = 1
export CORE_UTILIZATION = 30
==> flow/constraint.sdc <==
current_design mem_wb

set clk_period 1.1
set clk_io_pct 0.2

create_clock -name clk0 -period $clk_period [get_ports {clk_i}]

set non_clock_inputs [all_inputs -no_clocks]
set_input_delay [expr $clk_period * $clk_io_pct] -clock clk0 $non_clock_inputs
set_output_delay [expr $clk_period * $clk_io_pct] -clock clk0 [all_outputs]
==> changes_impl.md <==
### Physical design

- Vias in the first global route: roughly 2900
- Final core utilization: 51.2%
- DR vias: just over 3000
- Total DRC errors in the routed layout: 0
- Clock latency reported for the late side of the worst-skew pair: 0.34 ns
- Pint: approximately 7000 uW
- Endpoint type of the worst setup path: output pin
- Post-Synthesis Cell Area: around 4000 um2
- Maximum frequency from static timing analysis: 940 MHz
- Tally of OpenROAD warnings: 25
- Sw power: about 1800 uW
- Initial antenna violation count: 0
- Number of nets with antenna violations after routing: 0
- Initial core utilization: between 30% and 40%
- Max stage delay cell, worst path: dfxtp_2
- Vias per cell: roughly 4.2
- Most numerous cell types in the synthesized netlist: dfxtp_1 (104), mux2i_1 (104), nor2b_1 (104), clkbuf_1 (10), buf_8 (7)
- Routed WL: 9860 um
- Cell chain of the critical path: clkdlybuf4s15_1
- Area growth syn-to-layout: 64.5%
- Worst setup path class: reg2out
- Peak supply drop: 606 uV
- Fin. Hold Viols: 0
- GP Congestion: between 0.7 and 0.8
- Post-Syn Instances: approximately 340
- Count of clock tree sinks: 104
- Setup total negative slack: 0 ns
- Fraction of final layout cells with drive strength greater than 1: 29.9%
- CTS Buffer Depth: 2
- Die Ht: ~120 um
- Count of cell types in the netlist: 7
- Clk root buf: clkbuf_16
- Summed standard-cell area reported by yosys: approximately 4000 um2
- Count of library flops with an enable pin: 0
- Maximum cell stage delay along the critical path: 0.33 ns
- Top cell type's share of synthesized area: 52.6%
- Tally of buffers added on design ports: around 210
- Wire length of the first global-routing pass: around 15000 um
- Half-perimeter wire length of the detailed placement result: 6990 um
- Number of top-level pins: roughly 210
- Pins Over Slew Limit: 0
- Proportion of synthesized flip-flops having asynchronous set or reset: 0%
- Comb pwr share: between 10% and 20%
- Total power divided by cell area: ~1300 nW/um2
- Overall Global Routing Usage: ~14%
- Measured slew at the worst slew-check pin: roughly 0.16 ns
- Number of maximum-capacitance violations: 0
- Part of the total power dissipated in sequential elements: between 40% and 50%
- Required arrival time at the worst endpoint: about 0.88 ns
- Overall chip area: around 14000 um2
- Cell type group with the largest total delay on the critical path: flip-flops
- Relative max-transition margin: between 80% and 90%
- Number of buffers added by the clock tree synthesis step: 9
- Share of total power in the clock network: roughly two fifths
- Switching Share: between 20% and 30%
- Yosys synthesis warning count: 1
- Dominant register cell in the synthesized netlist: dfxtp_1
- Layout Cell Area excl Fill: between 6000 and 7000 um2
- Placed Instance Area: between 6000 and 7000 um2
- Critical path peak fanout: 2
- Library cell with the largest summed area after synthesis: dfxtp_1
- Largest net degree at the start of global routing: 55
- Leakage power of the design: approximately 0.0028 uW
- Core Rows: ~41
- Cell types occupying the most area after synthesis: dfxtp_1 (53%), mux2i_1 (26%), nor2b_1 (16%)
- CTS clock-pin slew for the worst setup and hold paths: 0.07 ns
- Core area: 12700 um2
- Sequential fraction of the synthesis area: between 50% and 60%
- Data arrival time at the worst-slack endpoint: between 0.8 and 0.9 ns
- Post-Route Skew: 0 ns
- Overflow left after global routing: 0
- Startpoint type of the worst setup path: register
- Final critical path time including I/O delays and setup: 1.06 ns
- Post-Place Worst Slack: between 0.06 and 0.07 ns
- Post-synthesis register bit count: about 100
- Number of buffer and inverter stages on the critical path: 1
- Avg Synthesized Cell Area: ~12 um2
- Die X: roughly 120 um
- Count of routing violations after the opening detailed-route iteration: ~89
- Final setup violation count: 0
- Worst setup margin: 0.0359 ns
- Portion of the clock cycle consumed by the worst path in the final layout: between 90% and 100%
- Number of standard cells reported by yosys: approximately 340
- Result of the run: complete, no violations
- First-pass iteration count of the detailed router: 4
- Mean routed wirelength per cell: roughly 14 um
- Maximum level of the CTS H-tree: 3
- Clock tree from TritonCTS: built
- Setup repair after global routing missed its margin: no
- Path class of the lowest-slack min-delay path: in2reg
- Total antenna diodes in the routed design: 0
==> registers in the layout (all words and copies together) (netlist names) <==
signal,cells
jump_o,1
alu_data_o,32
rd_wren_o,1
ld_data_o,32
is_load_o,1
pc_four_o,32
rd_addr_o,5
==> layout by cell type, fill, tap and decap left out <==
master | netlist | final
buf_4 | 5 | 2
clkbuf_8 | 0 | 1
clkdlybuf4s50_1 | 0 | 104
buf_2 | 1 | 3
nor2b_1 | 104 | 104
dfxtp_2 | 0 | 104
clkbuf_2 | 0 | 32
buf_6 | 0 | 1
clkbuf_16 | 0 | 9
mux2i_1 | 104 | 104
buf_12 | 0 | 7
clkinv_2 | 0 | 2
bufinv_16 | 0 | 2
clkdlybuf4s15_1 | 0 | 70
==> per-layer routing <==
layer	share of wire (%)	global-route usage [%]	vias to the layer above
li1	-	-	1522
met1	45	20.3	1342
met2	40	20.3	146
met3	14	6.40	11
met4	1.7	2.28	0
met5	0	0	-
==> power by group through the flow <==
| stage | combinational (uW) | sequential, uW | clock [uW] |
|---|---|---|---|
| 5_1_grt | 1360 | 4170 | 3640 |
| 4_1_cts | 1290 | 4140 | 3490 |
| 6_report | 1230 | 4140 | 3350 |
==> cell families (layout without fill, tap and decap cells) <==
group         Yosys count  in the layout  synth area share, %
flops                 104            104                 52.6
buf+inv                23            233                 4.68
mux                   104            104                 26.3
simple gates          104            104                 16.4
==> through the flow <==
| step | power [uW] | hold WS (ns) | std cells |
|---|---|---|---|
| after global placement | 5540 | 0.495 | 701 |
| after floorplan | 4640 | 0.389 | 335 |
| after CTS | 8920 | 0.359 | 717 |
| after global routing | 9170 | 0.371 | 717 |
| after detailed placement | 5560 | 0.502 | 701 |
| final | 8730 | 0.361 | 717 |
==> cell type report <==
cell class / count / area [um2]
fillers: 1199 / 6210
flip-flops and latches: 104 / 2210
repair buffers: 219 / 2080
multi-input cells: 208 / 1690
clock buffers: 10 / 239
well taps: 172 / 215
clock inverters: 4 / 70.1
==> path summary, 6_finish.rpt <==
check	start	to	slack [ns]	depth (start not counted)
setup / recovery	pc_four_o[21]	pc_four_o[21]	0.04	1
hold reg to reg	alu_data_o[9]	alu_data_o[9]	0.51	2
setup reg to reg	ld_data_o[30]	ld_data_o[30]	0.38	3
hold / removal	rst_i	ld_data_o[2]	0.36	3
==> timing repair <==
| item | in CTS | in global routing |
|---|---|---|
| buffers inserted | 2 | 0 |
| gates resized | 315 | 33 |
| hold buffers | 0 | 0 |
| setup endpoints to repair | 104 | 33 |
| cloned | 0 | 0 |
No activity file was given, so power comes from the tool's default toggle rates.
