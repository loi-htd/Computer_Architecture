==> ./design.v <==
module ex_mem(
	input logic 		clk_i,
	input logic 		enable_i,
	input logic 		rst_i,
	input logic [31:0]	pc_four_i,
	input logic [31:0]	st_data_i,
	input logic  		br_sel_i,
	input logic [31:0] 	alu_data_i,
	input logic [3:0] 	ld_op_i,
	input logic 		jump_i,
	input logic 		mem_wren_i,
	input logic 		is_load_i,
	input logic [4:0] 	rd_addr_i,
	input logic 		rd_wren_i,
	output logic [31:0]	pc_four_o,
	output logic [31:0]	st_data_o,
	output logic  		br_sel_o,
	output logic [31:0] alu_data_o,
	output logic [3:0] 	ld_op_o,
	output logic 		jump_o,
	output logic 		mem_wren_o,
	output logic 		is_load_o,
	output logic [4:0] rd_addr_o,
	output logic 		rd_wren_o
);
always @(posedge clk_i)  begin
	if(!rst_i) begin
		pc_four_o	<= 32'b0;
		st_data_o   <= 32'b0;
		br_sel_o 	<= 1'b0;
		alu_data_o 	<= 32'b0;
		ld_op_o 	<= 4'b0;
		jump_o 		<= 1'b0;
		mem_wren_o 	<= 1'b0;
		is_load_o 	<= 1'b0;
		rd_addr_o 	<= 5'b0;
		rd_wren_o 	<= 1'b0;
	end else if(enable_i) begin
		pc_four_o	<= pc_four_i;
		st_data_o   <= st_data_i;
		br_sel_o 	<= br_sel_i;
		alu_data_o 	<= alu_data_i;
		ld_op_o 	<= ld_op_i;
		jump_o 		<= jump_i;
		mem_wren_o 	<= mem_wren_i;
		is_load_o 	<= is_load_i;
		rd_addr_o 	<= rd_addr_i;
		rd_wren_o 	<= rd_wren_i;
	end else begin
		pc_four_o	<= pc_four_o;
		st_data_o   <= st_data_o;
		br_sel_o 	<= br_sel_o;
		alu_data_o 	<= alu_data_o;
		ld_op_o 	<= ld_op_o;
		jump_o 		<= jump_o;
		mem_wren_o 	<= mem_wren_o;
		is_load_o 	<= is_load_o;
		rd_addr_o 	<= rd_addr_o;
		rd_wren_o 	<= rd_wren_o;
	end
end
endmodule
==> ./run.sh <==
#!/bin/bash
# OpenROAD 26Q1-2900-gdf79404cd8, Yosys 0.63+post, stock flow scripts
make -C /OpenROAD-flow-scripts/flow DESIGN_CONFIG=/design/flow/config.mk WORK_HOME=/design/flow/orfs finish
==> ./config.mk <==
export PLATFORM = sky130hd
export DESIGN_NAME = ex_mem
export DESIGN_NICKNAME = ex_mem
export VERILOG_FILES = /design/flow/design.v
export SDC_FILE = /design/flow/constraint.sdc
export NUM_CORES = 4
export LEC_CHECK = 1
export CORE_UTILIZATION = 50
==> ./constraint.sdc <==
current_design ex_mem

set clk_period 1.0
set clk_io_pct 0.2

create_clock -name clk0 -period $clk_period [get_ports {clk_i}]

set non_clock_inputs [all_inputs -no_clocks]
set_input_delay [expr $clk_period * $clk_io_pct] -clock clk0 $non_clock_inputs
set_output_delay [expr $clk_period * $clk_io_pct] -clock clk0 [all_outputs]
==> impl_metrics.ini <==
; generated from flow reports
[timing]
hold_viol = 0
skew_ns = 0
period_needed_ns = 1.000
slew_viol_final = 0
rsz0062_at_grt = yes
worst_slack_ns = -0.00008621
tightest_slew_ns = 0.2648
setup_viol = 1
setup_tns_ns = -0.00008621
slew_headroom = 0.8235
post-route-period-util = 1.000
fmax_mhz = 999.9

[clock_tree]
root_buffer = clkbuf_8
htree_levels = 3
clkLatencyLatePin_ns = 0.35
cts_max_path_buffers = 2
tritoncts = yes
clock_sinks = 110
cts.reportedPaths.clkPinSlew_ns = 0.10
cts_made_buffers = 9

[placed_design]
dpl-instance-area_sq_mm = 0.006464
routabilityCongestion = 0.7642
io_buffers = 222
dp_hpwl_microns = 7216
post-place-ws_ns = -0.01956

[synth]
syn_avg_cell_area_sq_um = 12.03
xor_share = 0
synthSimpleGateAreaFrac = 0.1615
ys_sh_aoi = 0
ys_sh_mux = 0.2584
yosys_area_sq_mm = 0.004260
yosysWarningCount = 1
logic_family = multiplexers
synth_cell_types = 8
ys_seq_frac = 0.5169
netlist_instances = 354
ys_seq_elements = 110
ys_cells = 354
adder_share = 0
synth_area_sq_mm = 0.004260

[floorplanning]
fp-row-count = 33
core_area_sq_mm = 0.008217
fp_util = 0.5185
dieHeight_microns = 94.31
die_w_microns = 94.31
io_pins = 223
die_area_sq_mm = 0.008893

[route]
drt-total-wl_microns = 10160
ant_nets = 0
drcViolationCount = 0
first_iter_violations = 114
diodes = 0
wl_per_cell_microns = 14.86
vias = 3214
drt_first_pass_iters = 4
viasPerCell = 4.699

[finish]
syn_to_final_growth_pct = 47.81
design_area_sq_mm = 0.006297
fillers = 554
drive_gt1_frac = 0.4266
fin_util = 0.7664

[power]
power.total_mw = 8.940
irDropWorstVdd_v = 0.001218
power.leakage_nw = 2.966
p_per_area_mw_per_mm2 = 1420

[critical_path]
cpMaxStageDelayCell = dfxtp_2
path_delay_family = flip-flops
ff2ff_setup_slack_ns = 0.22
crit_required_ns = 0.80
cp-start-kind = flip-flop
path_max_fanout = 2
critical_path_class = reg2out
cp_cell_sequence = buf_2
cpPeakStageDelay_ns = 0.33
cp.arrival_ns = 0.80
cp_num_buf_inv = 1
endpoint_kind = primary output

[global_routing]
gr-total-overflow = 0
grt_pass1_wl_microns = 15500
grt_max_degree = 77
grtUsageTotal = 0.2316
grt_pass1_vias = 3085
antenna_found_initial = 0

[run_status]
violations = negative setup slack
outcome = complete, but fails checks

[flow_run]
warnings = 28
cap_violations = 0

[hold_path]
hold_class = in2reg
## power by group
| group | internal [mW] | switching, mW | total, mW | leakage [nW] |
|---|---|---|---|---|
| clock network | 1.40 | 1.38 | 2.78 | 0.0994 |
| logic | 0.920 | 0.432 | 1.35 | 1.92 |
| registers | 4.69 | 0.118 | 4.81 | 0.947 |
## sequential cells by signal, summed over array words and instances, names as in the netlist
name	cells
alu_data_o	32
is_load_o	1
ld_op_o	4
pc_four_o	32
br_sel_o	1
st_data_o	32
mem_wren_o	1
jump_o	1
rd_addr_o	5
rd_wren_o	1
## layout make-up
cell class                      count  area [sq um]  area share
Clock buffer                       11         131.4     0.02086
Sequential cell                   110          2340      0.3715
Timing Repair Buffer              234          1833      0.2911
Multi-Input combinational cell    220          1789      0.2841
Clock inverter                      4         72.57     0.01152
Tap cell                          105         131.4     0.02086
## path summary, 6_finish.rpt
| check | endpoint | depth (start not counted) | from |
|---|---|---|---|
| hold / removal | mem_wren_o$_SDFFE_PN0P_ | 3 | enable_i |
| hold reg to reg | alu_data_o[1]$_SDFFE_PN0P_ | 2 | alu_data_o[1]$_SDFFE_PN0P_ |
| setup / recovery | st_data_o[8] | 1 | st_data_o[8]$_SDFFE_PN0P_ |
| setup reg to reg | st_data_o[1]$_SDFFE_PN0P_ | 3 | st_data_o[1]$_SDFFE_PN0P_ |
## placed cells by master (no fill, tap or decap), drive strengths merged
cell type	instances
buf	124
bufinv	2
clkbuf	11
clkdlybuf4s50	110
clkinv	1
clkinvlp	1
dfxtp	110
mux2i	110
nor2b	110
## cell families after synthesis
kind of cell	after synthesis
flops	110
mux	110
buf+inv	24
simple gates	110
## metal layers
layer  track usage  routed length [microns]
met1        0.3223                     4201
met2        0.3732                     4739
met5             0                        0
met3       0.07654                     1062
met4       0.02949                      161
## Yosys cell counts (all sizes together)
master | n | area share
nor2b | 110 | 0.16
mux2i | 110 | 0.26
clkbuf | 11 | 0.0097
buf | 13 | 0.053
dfxtp | 110 | 0.52
## per-stage QoR
step	std cells	hold slack, ns
3_3_place_gp	665	0.4941
6_report	684	0.2311
4_1_cts	682	0.2196
5_1_grt	684	0.2130
2_1_floorplan	354	0.3691
3_5_place_dp	665	0.5029
## timing repair
item	4_1_cts	5_1_grt
buffers inserted	2	2
hold endpoints to repair	0	0
gates resized	450	1
gates cloned	0	0
hold buffers	0	0
endpoints found under the setup margin	110	110
Power figures rest on the tool's default switching activity, not on a simulated workload.
