==> /design/flow/design.v <==
module regfile (
  input logic clk_i,
  input logic rst_ni,
  input logic [4:0] rs1_addr,
  input logic [4:0] rs2_addr,
  input logic [4:0] rd_addr,
  input logic [31:0] rd_data,
  input logic rd_wren,   
  output logic [31:0] rs1_data,
  output logic [31:0] rs2_data
);
  logic [31:0] registers [31:0];
  always_comb begin : proc_read_regfile
    rs1_data = registers[rs1_addr];
    rs2_data = registers[rs2_addr];
  end
  always @(posedge clk_i or negedge rst_ni) begin : proc_write_regfile
    if (!rst_ni) begin
      for (int i = 1; i < 32; i++) begin
        registers[i] <= 32'h0;
      end
    end else begin
      if (rd_wren)
        registers[rd_addr] <= rd_data;
    end
  end
endmodule : regfile
==> /design/flow/run.sh <==
#!/bin/bash
# OpenROAD 26Q1-2900-gdf79404cd8, Yosys 0.63+post, stock flow scripts
make -C /OpenROAD-flow-scripts/flow DESIGN_CONFIG=/design/flow/config.mk WORK_HOME=/design/flow/orfs finish
==> /design/flow/config.mk <==
export PLATFORM = sky130hd
export DESIGN_NAME = regfile
export DESIGN_NICKNAME = regfile
export VERILOG_FILES = /design/flow/design.v
export SDC_FILE = /design/flow/constraint.sdc
export NUM_CORES = 4
export LEC_CHECK = 1
export CORE_UTILIZATION = 30
==> /design/flow/constraint.sdc <==
current_design regfile

set clk_period 13.5
set clk_io_pct 0.2

create_clock -name clk0 -period $clk_period [get_ports {clk_i}]

set non_clock_inputs [all_inputs -no_clocks]
set_input_delay [expr $clk_period * $clk_io_pct] -clock clk0 $non_clock_inputs
set_output_delay [expr $clk_period * $clk_io_pct] -clock clk0 [all_outputs]
==> summary.txt <==
Summary of the current implementation state.

- The run finished with clean final reports.
- From left edge to right edge, the die measures 417 um.
- The tree built by TritonCTS fans out to 1024 sinks.
- The most repeated cell in the gate-level netlist after synthesis is mux2_2, for reference.
- The cell type that accounts for the most area after synthesis is dfrtp_1.
- For this block, the routed nets add up to 293000 um of wire.
- The last weighted congestion value of the routability-driven placer is 1.06, for reference.
- At the floorplan stage, the core utilization is reported as 30.3%.
- The fraction of registers with async set or reset after synthesis is 96.9%, for reference.
- The class of the worst hold path is register to register, for reference.
- The registers reported with the highest flop counts are registers (1024).
- Total global-route track usage over all layers is 34.4%.
- Ranked by instance count, the synthesized netlist is headed by 1014 x mux2_2, 992 x dfrtp_1, 753 x a22oi_1.
- The clock latency on the worst-skew pair is 0.76 ns, for reference.
- The count of flip-flops with a built-in enable after synthesis is 32, for reference.
- The endpoint identified for the worst register-to-register timing path is registers[12][25]$_DFFE_PN0P_.
- The final hold slack is 0.530 ns, for reference.
- The number of cells reported by Yosys stat comes to 4366.
- The maximum count of clock buffers along a single path is 3, for reference.
- Of the cells placed in the final design, the portion with a size suffix greater than 1 is 34.9%.
- The report gives the cell count of the worst hold path as 1.
- For reference, the placement row count at floorplan is 151.
- The endpoint required time on the critical path is 10.80 ns, for reference.
- After layout, the setup clock skew is reported as 0 ns.
- The TritonCTS clock tree is yes, for reference.
- Data arrives at the worst endpoint at 7.50 ns.
- Of the total power, the share spent switching nets is 29.9%.
- The aggregate global routing overflow is 0, for reference.
- The proportion of netlist area held by the largest area contributor is 48.1%, for reference.
- The via count of the first global-routing pass is 44800, for reference.
- The critical path is of the input pin to output pin type.
- Power spread over the standard cell area amounts to 148 mW/mm2.
- The number of warnings in the stage logs is 32, for reference.
- The total cell area at the placement stage is 0.0559 mm2, for reference.
- The pre-antenna-repair detailed-routing pass consisted of 10 iterations.
- Clock-pin slew was measured on the worst setup and hold paths at 0.07 ns.
- The first global-routing pass estimated 394000 um of wire.
- Clock tree synthesis inserted a total of 110 buffers.
- The hold path startpoint is registers[20][12]$_DFFE_PN0P_, for reference.
- The count of final max-slew check failures is 0, for reference.
- For the pin with the worst max-slew slack, the measured transition is 1.29 ns.
- The area added between synthesis and finish is 15.9%, for reference.
- The pre-CTS setup check shows a worst slack of 3.84 ns.
- The portion of the clock cycle consumed by the worst path in the final layout is 75.6%, for reference.
- Per Yosys stat, the portion of area used by sequential elements is 50.0%.
- The internal power summed over all cells is 6.21 mW, for reference.
- The number of buffers inserted for hold repair after clock tree synthesis is 0, for reference.
- The routed layout reports a DRC error count of 0.
- The total setup buffers inserted after CTS is 0, for reference.
- The clock tree root buffer cell is clkbuf_16, for reference.
- The highest net fanout along the worst path is 27, for reference.
- According to the floorplan report, the die height is 417 um.
- After layout, the minimum clock period comes to 10.20 ns.
- The number of antenna violations at the first check in global routing is 25, for reference.
- Setup slack on the worst reg-to-reg path comes out at 12.56 ns.
- Entering global routing, the biggest net connects 111 pins.
- The power report attributes to the combinational group a share of 14.9%.
- The cell area that synthesis handed to floorplanning was 0.0516 mm2.
- The number of cells on the worst reg-to-reg path is 1.
- The average instance in the mapped netlist occupies 11.8 um2.
- The distinct cell type count of the synthesized netlist is 75, for reference.
- The end point of the most critical hold path is registers[20][12]$_DFFE_PN0P_, for reference.
- The power report puts the leakage power at 25.3 nW.
- The launch point of the worst reg-to-reg path is registers[12][25]$_DFFE_PN0P_, for reference.
- The area of the placeable core is 0.170 mm2, for reference.
- Per the synth log, the flip-flop and latch total comes to 1024.
- The completed layout was analyzed and its total power is 8.86 mW.
- The clock share of power is 36.9%, for reference.
- Setup repair after global routing left no endpoint under its margin.
- The wire length per cell is 43.4 um, for reference.
- 114 I/O pins were placed.
- The proportion of power drawn by flip-flops and latches is 48.2%, for reference.
- The number of filler cells placed in the layout is 16500, for reference.
- The post-DP HPWL is 177000 um, for reference.
- The number of hold-slack violations in the final timing report is 0, for reference.
- The number of flip-flops in the largest register is 1024, for reference.
- The gate count after technology mapping is 4366, for reference.
- The count of cells resized by post-cts repair is 0, for reference.
- The critical path startpoint category is an input pin, for reference.
- For the final routed database, the setup TNS stands at 0 ns.
- The detailed router's first-iteration violation count is 6073, for reference.
- The number of vias in the routed layout is 45700, for reference.
- The detail route stage leaves a number of antenna-violating nets equal to 0.
- Buffers placed on the I/O ports in this run total 113.
- Per the finish-stage timing summary, setup violations number 0.
- In this run the VDD rail shows a maximum IR drop of 0.112 mV.
- According to the Yosys statistics, the synthesized design has a chip area of 0.0516 mm2.
- The net switching power is 2.65 mW, for reference.
- The headroom to the max-slew limit is 13.6%, for reference.
- The final instance area is 0.0598 mm2, for reference.
- Static timing analysis puts the maximum clock frequency at 0.0980 GHz.
- The worst setup path is captured at an output pin.
- The chip footprint is 0.174 mm2, for reference.
- The minimum setup slack in the final design is 3.30 ns, for reference.
- The script logs the ratio of routed vias to standard cells as 6.77.
- The clock H-tree reported by CTS has 3 levels.
- The warning count from the yosys run is 2, for reference.
- The number of max-cap violations is 0, for reference.
- By area the synthesized netlist is led by dfrtp_1 48%, mux2_2 22%, a22oi_1 11%, edfxtp_1 1.9%, nand2_1 1.7%.
- The register with the most flip-flops in the final layout is registers.
- The top flip-flop cell by instance count after synthesis is dfrtp_1, for reference.
==> cell families (layout without fill, tap and decap cells) <==
logic type      count (synthesis)  in the layout  synth area share, %
flops                        1024           1024                 50.0
mux                          1060           1060                 23.1
compound gates               1087           1087                 15.7
simple gates                  765            765                 7.30
buf+inv                       430            570                 3.88
other cells                     0             28                    0
==> stage by stage <==
step / util (%) / instances
after global routing: 35.1 / 6726
after CTS: 35.1 / 6724
after floorplan: - / 4366
after global placement: 32.9 / 6519
final: 35.2 / 6752
after detailed placement: 32.9 / 6519
==> worst max path at each step <==
| stage | startpoint | to | slack, ns | cells past startpoint |
|---|---|---|---|---|
| CTS | rs2_addr[2] | rs2_data[20] | 3.84 | 11 |
| global route | rs2_addr[2] | rs2_data[29] | 3.57 | 11 |
| finish | rs2_addr[2] | rs2_data[29] | 3.30 | 11 |
==> cell type report <==
type	count	area, um2	share of cell area [%]
antenna	28	70.1	0.117
multi-input combinational	2912	24400	40.7
inverter	5	18.8	0.0314
timing repair buffer	360	2960	4.95
sequential	1024	25800	43.1
tap	2218	2780	4.64
clock buffer	152	3210	5.36
clock inverter	53	622	1.04
==> power by group through the flow <==
stage | registers (mW) | logic [mW] | clock network (mW)
6_report | 4.27 | 1.32 | 3.27
5_1_grt | 4.31 | 1.39 | 3.38
4_1_cts | 4.23 | 1.29 | 3.27
==> critical path, cell delays in order <==
cell and delay [ns]:
buf_2 0.08, buf_4 0.48, buf_4 0.56, nand3b_2 0.57, nor2_4 0.72, buf_4 0.74
a22oi_1 0.21, nand4_1 0.16, nor4_1 0.06, nor2_1 0.55, clkdlybuf4s50_1 0.59
==> per-layer routing <==
metal  up-vias  GRT usage, %  share of wire [%]  wire [um]
met4        44          25.9                 10      29400
met1     22900          40.1                 34      99000
met5         -          1.67               0.26        762
met3      1665          21.3                 16      47700
met2      4247          45.6                 40     116000
li1      16900             -                  -          -
==> placed cells by master, fill, tap and decap left out, drive strengths merged, types with 10 or more instances in the layout <==
cell	instances
edfxtp	32
a222oi	19
nand2	240
nand3	51
clkbuf	152
clkdlybuf4s50	102
clkinv	29
a22o	52
nor3	68
bufinv	12
mux2i	36
a22oi	753
o21ai	37
nand2b	12
nor4	33
a2111oi	11
a221oi	27
a31oi	14
and2	10
diode	28
nor2b	13
o22a	11
a32oi	15
buf	258
dfrtp	992
nand4	99
nor2	183
a21oi	84
mux2	1022
No activity file was given, so power comes from the tool's default toggle rates.
